===== flow/run.sh =====
#!/bin/bash
# OpenROAD 26Q1-2900-gdf79404cd8, Yosys 0.63+post, stock flow scripts
make -C /OpenROAD-flow-scripts/flow DESIGN_CONFIG=/design/flow/config.mk WORK_HOME=/design/flow/orfs finish

===== flow/config.mk =====
export PLATFORM = sky130hd
export DESIGN_NAME = spram
export DESIGN_NICKNAME = spram
export VERILOG_FILES = /design/flow/design.v
export SDC_FILE = /design/flow/constraint.sdc
export NUM_CORES = 4
export LEC_CHECK = 1
export CORE_UTILIZATION = 30

===== flow/constraint.sdc =====
current_design spram

set clk_period 52.4
set clk_io_pct 0.2

create_clock -name clk0 -period $clk_period [get_ports {clk}]

set non_clock_inputs [all_inputs -no_clocks]
set_input_delay [expr $clk_period * $clk_io_pct] -clock clk0 $non_clock_inputs
set_output_delay [expr $clk_period * $clk_io_pct] -clock clk0 [all_outputs]

===== flow/design.v =====
module spram # (
	parameter address_width = 8,
	parameter data_width = 8,
	parameter init_file= ""
)
(
	input 							clk,
	input [(address_width-1):0]		address,
	input [(data_width-1):0]		data,
	output reg [(data_width-1):0]	q,
	input							wren
);
	localparam ramLength = (2**address_width);
	reg [(data_width-1):0] mem [ramLength-1:0];
	initial begin
		if (init_file>0) $readmemh(init_file, mem);
	end
	always @(posedge clk)
	begin
		if (wren)
		begin
			mem[address] <= data;
			q <= data;
		end
		else
		begin
			q <= mem[address];
		end
	end
endmodule

==> results.cfg <==
; yosys + openroad results
[status]
outcome = finished, final reports clean

[routing]
ant_nets = 0
routed_wl_um = 196000
wl_per_cell_um = 25.9
dr_total_vias = 38200
viasPerCell = 5.03
drt_iter0_drc = 2720
post-route-drc-count = 0
firstDrtPassIters = 6

[worst_setup_path]
path_cells = buf_4 > buf_4 > buf_4 > buf_4 > mux4_2 > a22oi_1 > a21oi_1 > nor4_1 > nor4_1 > clkdlybuf4s50_1
worstPathBufferInverterCount = 5
critPathMaxFanout = 36
crit_path_end_kind = output port
crit_path_frequent_cell = buf_4
crit_type = reg2out
worst_setup_path_start_kind = flip-flop
cp.required_ns = 41.92
cpPeakStageDelay_ns = 1.06
crit_family = buffers and inverters
cp.arrival_ns = 7.13
slowest_stage = nor4_1

[pwr]
power_density_nw_per_um2 = 37.5
clockPowerShare = 0.420
p_switching_uw = 732
seqPwrFrac = 0.533
total_power_uw = 3410
switching_share = 0.215
power_frac_comb = 0.047
internal_power_uw = 2680
max-vdd-ir-drop_mv = 0.0291
cellLeakagePower_uw = 0.0275

[global_routing]
grtUsageTotal = 0.159
grt_pass1_wl_um = 287000
overflow = 0
antenna_found_initial = 5
first_global_vias = 42000
grt_max_degree = 130

[synth]
avgSynthCellArea_um2 = 21.3
synth_top_flop_cell = edfxtp_1
ys_cells = 3733
synth-edff-count = 2048
seq_area_frac_synth = 0.775
synth_async_sr_flop_share = 0
yosys_register_bits = 2056
ys_chip_area_um2 = 79600
ys_types = 55
yosysWarnings = 1
synth_cells = 3733
syn_area_um2 = 79600

[final_layout]
syn_to_final_growth_pct = 14.1
top_register = mem
fill_cells = 24300
largest_reg_flops = 2048
postLayoutCellArea_um2 = 90800
layout_top_cell = edfxtp_1
drive_above_1_share = 0.233
top_regs = mem x2048
layout_top_cells = edfxtp_1 (2048), mux4_2 (454), nor2_1 (279)

[job]
max_cap_viol_count = 0
warnings = 32

[floorplanning]
fp_util = 0.303
die_h_um = 517
core.rowCount = 188
dieArea_um2 = 267000
core_um2 = 263000
die_x_um = 517
io_pins = 26

[clock_network]
cts_hold_buf = 0
cts-root-buf = clkbuf_16
cts_setup_buffers = 0
cts_resized = 0
cts_sinks = 2056
cts.path.max_buffers = 3
htreeDepth = 4
cts_tree = built
cts_made_buffers = 200
clkSlewWorstSetupHoldPaths_ns = 0.06

[placement]
gp_congestion = 0.880
io_buffers = 25
hpwl_um = 121000
place_area_um2 = 84200

[timing]
tns_ns = 0
rsz0062_at_grt = no
maxSlewHeadroom = 0.166
tightest_slew_ns = 1.24
period_needed_ns = 17.61
max_freq_ghz = 0.0568
finalCritPeriodShare = 0.336
setup_violations = 0
slew_violations = 0
hold_violations = 0
holdWs_ns = 10.07

[hold_path]
min_path_type = in2reg
-- final timing paths --
| kind | start | cells after the start | to |
|---|---|---|---|
| min | data[0] | 1 | mem[83][0] |
| max | flip-flop | 10 | q[7] |
-- synthesized netlist by cell type (6+ instances only) --
master / instances / area (um2)
edfxtp_1: 2048 / 61500
mux4_2: 454 / 10200
nor2_1: 282 / 1060
mux2i_1: 134 / 1340
a22oi_1: 133 / 998
clkbuf_1: 111 / 417
a21oi_1: 96 / 480
o221ai_1: 46 / 403
nand3_1: 34 / 170
nand2_1: 33 / 124
buf_2: 31 / 155
nor2b_1: 31 / 194
o22ai_1: 28 / 175
buf_4: 27 / 203
nor4_1: 24 / 150
buf_1: 22 / 82.6
nor3_1: 22 / 110
buf_6: 21 / 236
a211oi_1: 16 / 120
a221oi_1: 13 / 114
buf_8: 13 / 195
nand4_1: 10 / 62.6
o211ai_1: 10 / 75.1
o21ai_0: 10 / 50.1
a22o_1: 8 / 70.1
buf_12: 8 / 160
dfxtp_1: 8 / 160
nand2b_1: 8 / 50.1
and2_1: 6 / 37.5
-- logic make-up after synthesis --
logic type	share of synthesized area
and+or+nand+nor	0.0263
buffers and inverters	0.0183
AOI/OAI and AO/OA	0.0342
muxes	0.146
DFF	0.775
-- cell type report --
class	instances	area, um2	area share
well taps	3515	4400	0.0484
clock inverters	131	1390	0.0153
clock buffers	246	5180	0.0570
diodes	3	7.51	0.0000827
flip-flops and latches	2056	61700	0.679
multi-input cells	1442	16500	0.182
inverters	2	7.51	0.0000827
repair buffers	199	1620	0.0178
-- metrics by stage --
step / std cells / worst slack, ns / util
floorplan: 3733 / 39.79 / -
global placement: 7214 / 35.42 / 0.320
detailed placement: 7214 / 35.43 / 0.320
CTS: 7591 / 34.50 / 0.345
global route: 7593 / 34.34 / 0.345
finish: 7594 / 34.79 / 0.345
-- power groups by stage --
stage                 clock network, uW  logic (uW)  registers (uW)
after CTS                          1460         163            1820
after global routing               1520         173            1820
final                              1430         161            1820
-- routing by layer --
layer,wire (um),global-route usage,vias to the layer above
met1,65800,0.182,19500
met3,33100,0.123,314
met2,91800,0.236,2275
li1,-,-,16100
met5,137,0.00360,-
met4,5520,0.0391,4
Power is estimated from default activity; no workload was simulated.
